==> flow/design.v <==
`timescale 1ns / 1ps
module register_file(read_add_1,read_add_2,write_add,write_data,read_data_1,read_data_2,reg_write,clk,reset);
  input [4:0] read_add_1;
  input [4:0] read_add_2;
  input [4:0] write_add;
  input [31:0]write_data;
  output [31:0] read_data_1;
  output [31:0] read_data_2;
  input reg_write,clk,reset;
  reg [31:0] registers [31:0];
  integer k;
  assign read_data_1=registers[read_add_1];
  assign read_data_2=registers[read_add_2];
  always@(posedge clk, posedge reset)
  begin
    if (reset==1'b1)
    begin
      for (k=0; k<32; k=k+1)
      begin
        registers[k] = 32'b0;
      end
      registers[0]=32'b0000_0000_0000_0000_0000_0000_0000_0000;
      registers[1]=32'b0000_0000_0000_0000_0000_0000_1010_0101;
      registers[2]=32'b1111_1111_1111_1111_1111_1111_0101_1010;
    end
    else if (reg_write == 1'b1)
      registers[write_add] = write_data;
  end
endmodule
==> flow/run.sh <==
#!/bin/bash
# OpenROAD 26Q1-2900-gdf79404cd8, Yosys 0.63+post, stock flow scripts
make -C /OpenROAD-flow-scripts/flow DESIGN_CONFIG=/design/flow/config.mk WORK_HOME=/design/flow/orfs finish
==> flow/config.mk <==
export PLATFORM = sky130hd
export DESIGN_NAME = register_file
export DESIGN_NICKNAME = register_file
export VERILOG_FILES = /design/flow/design.v
export SDC_FILE = /design/flow/constraint.sdc
export NUM_CORES = 4
export LEC_CHECK = 1
export CORE_UTILIZATION = 30
==> flow/constraint.sdc <==
current_design register_file

set clk_period 13.2
set clk_io_pct 0.2

create_clock -name clk0 -period $clk_period [get_ports {clk}]

set non_clock_inputs [all_inputs -no_clocks]
set_input_delay [expr $clk_period * $clk_io_pct] -clock clk0 $non_clock_inputs
set_output_delay [expr $clk_period * $clk_io_pct] -clock clk0 [all_outputs]
==> PnR_summary.wiki <==
=== Physical design figures ===
{| class="wikitable"
! Metric !! Value
|-
| Result of the run || finished clean
|-
| Flip-flop count of the largest register after layout || 1024
|-
| Fraction of power consumed by the clock network || 37.2%
|-
| Final Setup Violations || 0
|-
| Number of input and output port buffers inserted || 113
|-
| Share of final-layout standard cells stronger than drive strength 1 || 32.86%
|-
| Unique cell types || 71
|-
| Detailed-routing iteration count for the pre-antenna-repair pass || 9
|-
| Final count of hold timing violations || 0
|-
| Congestion Overflow GR || 0
|-
| GP Congestion || 1.065
|-
| Sequential share of power || 47.8%
|-
| Post-CTS Resized || 0
|-
| Vias per std cell || 6.656
|-
| Via Count || 48740
|-
| Largest fanout on the critical path || 33
|-
| Top-level I/O count || 114
|-
| Core area || 0.1786 sq mm
|-
| Placed cell count || 7098
|-
| Clk_skew || 0 ns
|-
| Die height || 426.1 um
|-
| Post-synthesis sequential area ratio || 47.56%
|-
| Post-synthesis async set-or-reset flop share || 100.0%
|-
| Sink count of the clock tree || 1024
|-
| Worst hold slack after final layout || 0.5158 ns
|-
| Avg Inst Size Synth || 10.97 sq um
|-
| Least setup slack across all paths after layout || 3.493 ns
|-
| OpenROAD warnings || 43
|-
| Area of all placed cells without fillers || 0.06188 sq mm
|-
| Most instantiated logic cell after routing || sky130_fd_sc_hd__mux2_2
|-
| Wire length of the first global-routing pass || 386200 um
|-
| Path category of the worst min-delay check || register to register
|-
| Clock tree from TritonCTS || built
|-
| DP Wirelength || 172800 um
|-
| Final Slew Violations || 0
|-
| Horizontal die dimension || 426.1 um
|-
| Cell count after synthesis || 4918
|-
| Measured slew at the worst slew-check pin || 1.218 ns
|-
| Crit Path Class || input port to primary output
|-
| Min Clock Period, post-route || 9.707 ns
|-
| Relative area change from synthesis to final layout || 14.68%
|-
| Yosys warning tally || 2
|-
| Chip Area, Yosys || 0.05396 sq mm
|-
| Commonest non-fill, non-tap cells in the layout || sky130_fd_sc_hd__mux2_2 (1030), sky130_fd_sc_hd__dfrtp_1 (992), sky130_fd_sc_hd__nand3_1 (984)
|-
| Cell area power density || 148.4 mW/mm^2
|-
| Total Die Area || 0.1816 sq mm
|-
| Number of buffers added to fix hold violations after cts || 0
|-
| Leakage power figure || 26.09 nW
|-
| Area of the mapped netlist || 0.05396 sq mm
|-
| RSZ-0062 raised after global routing || false
|-
| Number of synthesized flops with an enable pin || 0
|-
| Setup total negative slack || 0 ns
|-
| Non-filler instance count after layout || 7323
|-
| Iter 0 DRT Violations || 6695
|-
| Initial antenna violation count || 13
|-
| Starting density of the core || 30.21%
|-
| Worst vdd rail ir drop || 0.00009882 V
|-
| Worst slew margin || 16.73%
|-
| Drt total wl || 279300 um
|-
| Floorplan row count || 155
|-
| Overall routing resource usage || 31.38%
|-
| Net switching component of the power || 2.733 mW
|-
| Most instantiated flip-flop cell in the synthesis netlist || sky130_fd_sc_hd__dfrtp_1
|-
| Root buffer cell || sky130_fd_sc_hd__clkbuf_16
|-
| Setup crit end kind || primary output
|-
| Maximum level of the CTS H-tree || 3
|-
| Final cycle utilization of the critical path || 73.54%
|-
| Routed length per placed instance || 38.14 um
|-
| Maximum buffer depth of the clock tree || 3
|-
| Largest net degree at the start of global routing || 124
|-
| Post-place setup slack || 3.684 ns
|-
| Crit path DAT || 7.07 ns
|-
| Total internal power || 6.450 mW
|-
| Sw Share || 29.76%
|-
| Number of global-route vias before repair || 47350
|-
| Clock slew seen by the registers of the worst setup and hold paths || 0.06 ns
|-
| Cell count in the Yosys report || 4918
|-
| Post-detailed-route DRC marker count || 0
|-
| Nature of the critical path startpoint || input port
|-
| Post-route antenna net violation count || 0
|-
| Data required time at the worst endpoint || 10.56 ns
|-
| Number of buffers created by CTS || 114
|-
| Number of buffers inserted by post-CTS setup repair || 0
|-
| Latency at later pin || 0.78 ns
|-
| Standard cell area after detailed placement || 0.05787 sq mm
|-
| Combinational share of power || 15.0%
|-
| Registers, synthesis || 1024
|-
| Max Fclk || 0.1030 GHz
|-
| # Max-Cap Violations || 0
|}
==> metrics by stage <==
step           power [mW]  util (%)
2_1_floorplan       5.039         -
3_3_place_gp        5.731     32.40
3_5_place_dp        5.754     32.40
4_1_cts             9.142     34.63
5_1_grt             9.440     34.63
6_report            9.183     34.64
==> routing by layer <==
metal,vias up,wire [um],track usage [%]
met5,-,252,0.3704
met4,25,25000,20.75
met3,1329,44650,17.92
met2,4302,112900,42.58
met1,24350,96440,37.86
li1,18740,-,-
==> cell families (layout without fill, tap and decap cells) <==
family	count (synthesis)	count (layout)	share of synthesized area, %
buf+inv	551	588	4.693
compound gates	562	562	8.183
other cells	0	13	0
mux	1043	1043	21.77
flops	1024	1024	47.56
simple gates	1738	1738	17.79
==> path summary, 6_finish.rpt <==
kind	start	cells after the start	endpoint	slack (ns)
max	read_add_2[1]	11	read_data_2[9]	3.49
min	registers[6][26]	1	registers[6][26]	0.52
max reg2reg	registers[11][9]	1	registers[11][9]	12.22
min reg2reg	registers[6][26]	1	registers[6][26]	0.52
max in group asynchronous	reset	6	registers[15][29]	7.64
min in group asynchronous	reset	2	registers[1][20]	2.25
==> cells in the mapped netlist, types with 6 or more instances <==
master                         n  share of area (%)
sky130_fd_sc_hd__o21ai_0      18               0.17
sky130_fd_sc_hd__nand4_1     291                3.4
sky130_fd_sc_hd__nand2b_1      9               0.10
sky130_fd_sc_hd__a2111oi_2     7               0.19
sky130_fd_sc_hd__a22o_1       32               0.52
sky130_fd_sc_hd__buf_1        77               0.54
sky130_fd_sc_hd__buf_6        30               0.63
sky130_fd_sc_hd__nand2_1      28               0.19
sky130_fd_sc_hd__clkbuf_1    270                1.9
sky130_fd_sc_hd__o32a_1       39               0.72
sky130_fd_sc_hd__dfstp_2      32                1.6
sky130_fd_sc_hd__buf_4        12               0.17
sky130_fd_sc_hd__nor2_1       79               0.55
sky130_fd_sc_hd__a2111oi_0    28               0.45
sky130_fd_sc_hd__a31oi_1      28               0.32
sky130_fd_sc_hd__buf_2       155                1.4
sky130_fd_sc_hd__mux2_2     1030                 21
sky130_fd_sc_hd__nand3_1     988                9.2
sky130_fd_sc_hd__inv_1         7              0.049
sky130_fd_sc_hd__nor3_1       35               0.32
sky130_fd_sc_hd__and3_1      125                1.4
sky130_fd_sc_hd__and4_1       29               0.47
sky130_fd_sc_hd__a221oi_1     12               0.19
sky130_fd_sc_hd__a21oi_1      22               0.20
sky130_fd_sc_hd__nand4b_1      6              0.097
sky130_fd_sc_hd__dfrtp_1     992                 46
sky130_fd_sc_hd__nor2_2        7              0.081
sky130_fd_sc_hd__and2_1       20               0.23
sky130_fd_sc_hd__nor4_1       26               0.30
sky130_fd_sc_hd__and3b_1       8               0.13
sky130_fd_sc_hd__mux2i_1       7               0.13
sky130_fd_sc_hd__a222oi_1     20               0.37
sky130_fd_sc_hd__nor2b_1       8              0.093
sky130_fd_sc_hd__or4_1        35               0.49
sky130_fd_sc_hd__a22oi_1     318                4.4
sky130_fd_sc_hd__a32oi_1      10               0.16
==> power groups by stage <==
stage                 Combinational, mW  Clock (mW)  Sequential, mW
final                              1.38        3.41            4.39
after global routing               1.45        3.55            4.44
after CTS                          1.36        3.43            4.36
==> worst max-delay path: stages <==
cell,delay [ns]
sky130_fd_sc_hd__buf_2,0.08
sky130_fd_sc_hd__buf_4,0.40
sky130_fd_sc_hd__nor3b_4,0.29
sky130_fd_sc_hd__buf_4,0.39
sky130_fd_sc_hd__buf_4,0.55
sky130_fd_sc_hd__and2_1,0.94
sky130_fd_sc_hd__buf_4,0.33
sky130_fd_sc_hd__a22oi_1,0.11
sky130_fd_sc_hd__and4_1,0.20
sky130_fd_sc_hd__a31oi_1,0.43
sky130_fd_sc_hd__clkdlybuf4s50_1,0.57
==> cell type report <==
class / instances / area (sq um)
Clock buffer: 159 / 3316
Fill cell: 17420 / 116700
Inverter: 7 / 30.03
Timing Repair Buffer: 369 / 3090
Antenna cell: 13 / 32.53
Tap cell: 2355 / 2947
Sequential cell: 1024 / 25660
Multi-Input combinational cell: 3343 / 26140
Clock inverter: 53 / 659.4
No activity file was given, so power comes from the tool's default toggle rates.
