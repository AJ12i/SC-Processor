==> run.sh <==
#!/bin/bash
# OpenROAD 26Q1-2900-gdf79404cd8, Yosys 0.63+post, stock flow scripts
make -C /OpenROAD-flow-scripts/flow DESIGN_CONFIG=/design/flow/config.mk WORK_HOME=/design/flow/orfs finish
==> config.mk <==
export PLATFORM = sky130hd
export DESIGN_NAME = alu
export DESIGN_NICKNAME = alu
export VERILOG_FILES = /design/flow/design.v
export SDC_FILE = /design/flow/constraint.sdc
export NUM_CORES = 4
export LEC_CHECK = 1
export CORE_UTILIZATION = 50
==> constraint.sdc <==
current_design alu

set clk_period 13.9
set clk_io_pct 0.2

create_clock -name clk0 -period $clk_period

set non_clock_inputs [all_inputs -no_clocks]
set_input_delay [expr $clk_period * $clk_io_pct] -clock clk0 $non_clock_inputs
set_output_delay [expr $clk_period * $clk_io_pct] -clock clk0 [all_outputs]
==> design.v <==
`timescale 1ns / 1ps
module alu_1_bit (A, B, CIN, LESS, AINV, BINV, Opr, RESULT, COUT, ADD_R);
  input A, B, CIN, LESS, AINV, BINV;
  input [1:0] Opr;
  output RESULT, ADD_R, COUT;
  reg RESULT, COUT, ADD_R;
  always @(*)
  begin  : combinational_logic
    reg RESULT_AND, RESULT_OR, RESULT_ADD_SUB, RESULT_SLT;
    reg Am, Bm;  
    Am = AINV ? 	~A : A	;
    Bm = BINV ? 	~B : B	;
    RESULT_AND = 	Am & Bm	;
    RESULT_OR  = 	Am | Bm ;
    ADD_R = (Am ^ Bm ^ CIN) | (Am&Bm&CIN)	;
    RESULT_ADD_SUB = ADD_R;
    RESULT_SLT = LESS;
    COUT   = ((Am & Bm) | (Bm & CIN) | (CIN & Am))      ;
    case (Opr)
      0	:  
      begin
        RESULT = RESULT_AND;
      end
      1	:  
      begin
        RESULT = RESULT_OR;
      end
      2	:  
      begin
        RESULT = RESULT_ADD_SUB;
      end
      3	:  
      begin
        RESULT = RESULT_SLT;
      end
    endcase
  end
endmodule  
module alu(A, B, AINV, BNEG, Opr, RESULT, OVERFLOW, ZERO, COUT);
  input [31:0] A, B;
  input  AINV, BNEG;
  input [1:0] Opr;
  output[31:0] RESULT;
  output OVERFLOW, ZERO, COUT;
  wire COUT1, COUT2, COUT3, COUT4, COUT5,COUT6,COUT7,COUT8,COUT9,COUT10,COUT11,COUT12,COUT13,COUT14,COUT15,COUT16,
       COUT17,COUT18,COUT19,COUT20,COUT21,COUT22,COUT23,COUT24,COUT25,COUT26,
       COUT27,COUT28,COUT29,COUT30,COUT31,COUT32;
  wire BINV, SET, LESS_0,CIN;
  wire [31:0] ADD_R;
  assign BINV = BNEG;
  assign CIN = BNEG;
  assign COUT = COUT32;
  assign OVERFLOW = COUT32 ^ COUT31;
  assign SET = ADD_R[31];
  assign LESS_0 =  OVERFLOW ? ~ SET : SET;
  assign ZERO = (RESULT==0)?1:0;
  alu_1_bit alu0 (A[0], B[0], CIN, LESS_0, AINV, BINV, Opr, RESULT[0], COUT1, ADD_R[0]);
  alu_1_bit alu1 (A[1], B[1], COUT1, 1'b0, AINV, BINV, Opr, RESULT[1], COUT2, ADD_R[1]);
  alu_1_bit alu2 (A[2], B[2], COUT2, 1'b0, AINV, BINV, Opr, RESULT[2], COUT3, ADD_R[2]);
  alu_1_bit alu3 (A[3], B[3], COUT3, 1'b0, AINV, BINV, Opr, RESULT[3], COUT4, ADD_R[3]);
  alu_1_bit alu4 (A[4], B[4], COUT4, 1'b0, AINV, BINV, Opr, RESULT[4], COUT5, ADD_R[4]);
  alu_1_bit alu5 (A[5], B[5], COUT5, 1'b0, AINV, BINV, Opr, RESULT[5], COUT6, ADD_R[5]);
  alu_1_bit alu6 (A[6], B[6], COUT6, 1'b0, AINV, BINV, Opr, RESULT[6], COUT7, ADD_R[6]);
  alu_1_bit alu7 (A[7], B[7], COUT7, 1'b0, AINV, BINV, Opr, RESULT[7], COUT8, ADD_R[7]);
  alu_1_bit alu8 (A[8], B[8], COUT8, 1'b0, AINV, BINV, Opr, RESULT[8], COUT9, ADD_R[8]);
  alu_1_bit alu9 (A[9], B[9], COUT9, 1'b0, AINV, BINV, Opr, RESULT[9], COUT10, ADD_R[9]);
  alu_1_bit alu10 (A[10], B[10], COUT10, 1'b0, AINV, BINV, Opr, RESULT[10], COUT11, ADD_R[10]);
  alu_1_bit alu11 (A[11], B[11], COUT11, 1'b0, AINV, BINV, Opr, RESULT[11], COUT12, ADD_R[11]);
  alu_1_bit alu12 (A[12], B[12], COUT12, 1'b0, AINV, BINV, Opr, RESULT[12], COUT13, ADD_R[12]);
  alu_1_bit alu13 (A[13], B[13], COUT13, 1'b0, AINV, BINV, Opr, RESULT[13], COUT14, ADD_R[13]);
  alu_1_bit alu14 (A[14], B[14], COUT14, 1'b0, AINV, BINV, Opr, RESULT[14], COUT15, ADD_R[14]);
  alu_1_bit alu15 (A[15], B[15], COUT15, 1'b0, AINV, BINV, Opr, RESULT[15], COUT16, ADD_R[15]);
  alu_1_bit alu16 (A[16], B[16], COUT16, 1'b0, AINV, BINV, Opr, RESULT[16], COUT17, ADD_R[16]);
  alu_1_bit alu17 (A[17], B[17], COUT17, 1'b0, AINV, BINV, Opr, RESULT[17], COUT18, ADD_R[17]);
  alu_1_bit alu18 (A[18], B[18], COUT18, 1'b0, AINV, BINV, Opr, RESULT[18], COUT19, ADD_R[18]);
  alu_1_bit alu19 (A[19], B[19], COUT19, 1'b0, AINV, BINV, Opr, RESULT[19], COUT20, ADD_R[19]);
  alu_1_bit alu20 (A[20], B[20], COUT20, 1'b0, AINV, BINV, Opr, RESULT[20], COUT21, ADD_R[20]);
  alu_1_bit alu21 (A[21], B[21], COUT21, 1'b0, AINV, BINV, Opr, RESULT[21], COUT22, ADD_R[21]);
  alu_1_bit alu22 (A[22], B[22], COUT22, 1'b0, AINV, BINV, Opr, RESULT[22], COUT23, ADD_R[22]);
  alu_1_bit alu23 (A[23], B[23], COUT23, 1'b0, AINV, BINV, Opr, RESULT[23], COUT24, ADD_R[23]);
  alu_1_bit alu24 (A[24], B[24], COUT24, 1'b0, AINV, BINV, Opr, RESULT[24], COUT25, ADD_R[24]);
  alu_1_bit alu25 (A[25], B[25], COUT25, 1'b0, AINV, BINV, Opr, RESULT[25], COUT26, ADD_R[25]);
  alu_1_bit alu26 (A[26], B[26], COUT26, 1'b0, AINV, BINV, Opr, RESULT[26], COUT27, ADD_R[26]);
  alu_1_bit alu27 (A[27], B[27], COUT27, 1'b0, AINV, BINV, Opr, RESULT[27], COUT28, ADD_R[27]);
  alu_1_bit alu28 (A[28], B[28], COUT28, 1'b0, AINV, BINV, Opr, RESULT[28], COUT29, ADD_R[28]);
  alu_1_bit alu29 (A[29], B[29], COUT29, 1'b0, AINV, BINV, Opr, RESULT[29], COUT30, ADD_R[29]);
  alu_1_bit alu30 (A[30], B[30], COUT30, 1'b0, AINV, BINV, Opr, RESULT[30], COUT31, ADD_R[30]);
  alu_1_bit alu31 (A[31], B[31], COUT31, 1'b0, AINV, BINV, Opr, RESULT[31], COUT32, ADD_R[31]);
endmodule
==> insert_results.sql <==
-- generated from flow reports
INSERT INTO impl_metrics (metric_group, metric, value, unit) VALUES
('status', 'violations', 'setup timing', ''),
('floorplanning', 'die_w', '84.37', 'microns'),
('detailed_routing', 'avgViaCountPerCell', '4.654', ''),
('worst_setup_path', 'critical_path_required', '11.12', 'ns'),
('worst_setup_path', 'timing.critical_path.to_type', 'primary output', ''),
('floorplanning', 'chip_area', '7117', 'sq um'),
('timing', 'hold_ws', '6.388', 'ns'),
('timing', 'hold_viol_final', '0', ''),
('finish', 'final_cell_area', '4881', 'sq um'),
('detailed_routing', 'drt_iter0_markers', '77', ''),
('finish', 'area.sequential', '0', 'sq um'),
('floorplanning', 'die_h', '84.37', 'microns'),
('worst_setup_path', 'setup.worst_path.start', 'A[0]', ''),
('grt', 'grt_start_max_net_pins', '40', ''),
('detailed_routing', 'num_vias', '2834', ''),
('grt', 'grt_first_pass_wirelength', '13.17', 'mm'),
('timing', 'report.final.slew_viol_count', '0', ''),
('timing', 'highest_attainable_clock_frequency', '56.84', 'MHz'),
('logic_synthesis', 'synth_stat.cells', '396', ''),
('power', 'leak_pwr', '2.559', 'nW'),
('finish', 'layout-drive-gt1-share', '0.2820', ''),
('grt', 'track_usage', '0.2318', ''),
('placement', 'port_buffers', '103', ''),
('min_path', 'hold_path.startpoint', 'B[0]', ''),
('detailed_routing', 'number_of_diodes', '0', ''),
('timing', 'setup_violations', '14', ''),
('placement', 'place_area', '4792', 'sq um'),
('grt', 'vias_in_the_first_global_route', '2926', ''),
('worst_setup_path', 'criticalPathCategory', 'input pin to primary output', ''),
('timing', 'period_minus_ws_final', '17.59', 'ns'),
('placement', 'dpl.hpwl', '6.157', 'mm'),
('floorplanning', 'boundaryPins', '103', ''),
('finish', 'final_cell_mix', 'sky130_fd_sc_hd__inv_1, sky130_fd_sc_hd__clkdlybuf4s50_1, sky130_fd_sc_hd__buf_4', ''),
('worst_setup_path', 'setup.worst_path.start_class', 'input pin', ''),
('detailed_routing', 'remaining_drc_errors', '0', ''),
('logic_synthesis', 'mean_area_per_synthesized_cell', '8.566', 'sq um'),
('logic_synthesis', 'ys_warn_count', '1', ''),
('floorplanning', 'fp.coreArea', '6459', 'sq um'),
('run', 'maximum_capacitance_violations', '0', ''),
('worst_setup_path', 'timing.critical_path.to', 'ZERO', ''),
('run', 'warnings', '98', ''),
('status', 'result_of_the_run', 'finished, violations left', ''),
('worst_setup_path', 'critical_path_peak_fanout', '4', ''),
('finish', 'seq_cells', '0', ''),
('finish', 'area_growth_syn_to_layout', '43.90', '%'),
('worst_setup_path', 'critical_path.max_stage_delay', '0.40', 'ns'),
('grt', 'gr-total-overflow', '0', ''),
('detailed_routing', 'wl_per_cell', '12.50', 'microns'),
('power', 'cellPowerDensity', '52.59', 'nW/um^2'),
('timing', 'tightestPinTransition', '0.6027', 'ns'),
('floorplanning', 'initial_core_util', '0.5252', ''),
('power', 'vdd.ir_drop.worst', '0.02746', 'mV'),
('logic_synthesis', 'yosys.stat.chipArea', '3392', 'sq um'),
('cts', 'cts_hold_buffers', '0', ''),
('min_path', 'worst_hold_path_type', 'input pin to primary output', ''),
('worst_setup_path', 'critPathSlowestCell', 'sky130_fd_sc_hd__fa_1', ''),
('detailed_routing', 'wl', '7.611', 'mm'),
('logic_synthesis', 'syn_inst', '396', ''),
('worst_setup_path', 'worst-endpoint-arrival', '14.81', 'ns'),
('timing', 'fin_worst_setup_slack', '-3.693', 'ns'),
('timing', 'max_transition_margin', '0.5982', ''),
('logic_synthesis', 'ys_types', '34', ''),
('finish', 'clk_buf_instances', '0', ''),
('detailed_routing', 'ant_nets', '0', ''),
('logic_synthesis', 'ys_seq_share', '0', ''),
('logic_synthesis', 'synth_area', '3392', 'sq um'),
('placement', 'gp_congestion', '0.9236', ''),
('worst_setup_path', 'critical_path.most_common_cell', 'sky130_fd_sc_hd__fa_2', ''),
('grt', 'antenna_found_initial', '0', ''),
('detailed_routing', 'drt_first_pass_iters', '23', ''),
('timing', 'rsz0062_at_grt', 'yes', ''),
('floorplanning', 'core.rowCount', '29', ''),
('timing', 'final_min_period_over_clock_period', '1.266', '');
through the flow:
step | total power (W) | setup WS [ns] | std cells | util | setup TNS [ns]
3_3_place_gp | 0.0002445 | -4.573 | 600 | 0.7420 | -44.38
4_1_cts | 0.0002514 | -3.885 | 604 | 0.7447 | -34.68
2_1_floorplan | 0.0001517 | -3.281 | 396 | - | -26.25
3_5_place_dp | 0.0002480 | -4.686 | 600 | 0.7420 | -45.57
5_1_grt | 0.0002915 | -4.092 | 609 | 0.7557 | -38.40
6_report | 0.0002567 | -3.693 | 609 | 0.7557 | -34.25
routing by layer:
metal | global-route usage | routed length (microns)
met2 | 0.3979 | 3616
met1 | 0.3509 | 3601
met4 | 0.009245 | 0
met3 | 0.01793 | 393
met5 | 0 | 0
where the power goes:
group          total (W)  internal (W)  switching, W
clock network          0             0             0
registers              0             0             0
logic           0.000257      0.000144      0.000113
worst max-delay path, delay by kind of cell:
kind | cells | cell delay [ns]
xor+xnor | 1 | 0.18
mux | 1 | 0.14
compound gates | 3 | 0.49
buf+inv | 5 | 0.42
simple gates | 3 | 0.46
fa+ha+maj | 30 | 10.31
how the worst min path moves through the flow:
stage,to,slack [ns],cells past startpoint
final,ZERO,6.39,7
after CTS,ZERO,6.39,7
after global routing,ZERO,6.47,7
cell usage after synthesis (2+ instances only):
library cell,number,share of area
sky130_fd_sc_hd__nand2_1,6,0.0066
sky130_fd_sc_hd__xor2_1,61,0.16
sky130_fd_sc_hd__mux2i_1,29,0.086
sky130_fd_sc_hd__nand4_1,3,0.0055
sky130_fd_sc_hd__fa_1,31,0.18
sky130_fd_sc_hd__ha_1,62,0.23
sky130_fd_sc_hd__buf_2,11,0.016
sky130_fd_sc_hd__xnor2_1,3,0.0077
sky130_fd_sc_hd__nor4_1,7,0.013
sky130_fd_sc_hd__buf_4,35,0.077
sky130_fd_sc_hd__o21ai_0,2,0.0030
sky130_fd_sc_hd__o22ai_1,30,0.055
sky130_fd_sc_hd__inv_1,92,0.10
sky130_fd_sc_hd__clkbuf_1,4,0.0044
repair_timing:
| action | 4_1_cts | 5_1_grt |
|---|---|---|
| pin swaps | 8 | 9 |
| endpoints found under the setup margin | 17 | 16 |
| setup buffers | 9 | 6 |
| gates cloned | 0 | 0 |
| gates resized | 56 | 14 |
cell type report:
| class | count | area, sq um |
|---|---|---|
| multi-input combinational | 252 | 2808 |
| timing repair buffer | 187 | 1628 |
| fill | 484 | 1578 |
| inverter | 93 | 349.1 |
| tap | 77 | 96.34 |
cells by family after synthesis:
group | after synthesis | share of synthesized area
compound gates | 41 | 0.08263
xor+xnor | 65 | 0.1734
fa+ha+maj | 94 | 0.4146
buf+inv | 144 | 0.2055
mux | 29 | 0.08558
simple gates | 23 | 0.03836
Power is estimated from default activity; no workload was simulated.
