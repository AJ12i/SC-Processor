**flow/run.sh**
```bash
#!/bin/bash
# OpenROAD 26Q1-2900-gdf79404cd8, Yosys 0.63+post, stock flow scripts
make -C /OpenROAD-flow-scripts/flow DESIGN_CONFIG=/design/flow/config.mk WORK_HOME=/design/flow/orfs finish
```
**flow/design.v**
```verilog
`timescale 1ns / 1ps
module instruction_mem(read_add, instruction, reset);
  input reset;
  input [31:0] read_add;
  output [31:0] instruction;
  reg [31:0]Imemory [1023:0];  
  integer k;
  wire [31:0] abs_read_add;
  assign abs_read_add={read_add[31:2]};
  assign instruction = Imemory[abs_read_add];
  always@(posedge reset)
  begin
    for (k=0; k<1023; k=k+1)
    begin
      Imemory[k] = 32'b0;
    end
    Imemory[0]=32'b000000_00001_00010_00011_00000_100100;        
    Imemory[1]=32'b000000_00001_00010_00100_00000_100101;        
    Imemory[2]=32'b000000_00001_00010_00101_00000_100110;        
    Imemory[3]=32'b000000_00001_00010_00110_00000_100111;        
    Imemory[4]=32'b000000_00001_00010_00111_00000_100000;        
    Imemory[5]=32'b000000_00001_00010_01000_00000_100010;        
    Imemory[6]=32'b000000_00001_00010_01001_00000_101010;        
    Imemory[7]=32'b000000_00010_00001_01010_00000_101010;        
    Imemory[8]=32'b100011_00000_01011_00000000_00000100;        
    Imemory[9]=32'b101011_00000_01011_00000000_00000100;        
    Imemory[10]=32'b000010_00000000_00000000_00000101_00;       
    Imemory[20]=32'b000100_00000_00011_11111111_1110_1011;     
  end
endmodule
```
**flow/constraint.sdc**
```tcl
current_design instruction_mem

set clk_period 4.7
set clk_io_pct 0.2

create_clock -name clk0 -period $clk_period [get_ports {reset}]

set non_clock_inputs [all_inputs -no_clocks]
set_input_delay [expr $clk_period * $clk_io_pct] -clock clk0 $non_clock_inputs
set_output_delay [expr $clk_period * $clk_io_pct] -clock clk0 [all_outputs]
```
**flow/config.mk**
```make
export PLATFORM = sky130hd
export DESIGN_NAME = instruction_mem
export DESIGN_NICKNAME = instruction_mem
export VERILOG_FILES = /design/flow/design.v
export SDC_FILE = /design/flow/constraint.sdc
export NUM_CORES = 4
export LEC_CHECK = 1
export CORE_AREA = 10 10 70 70
export DIE_AREA = 0 0 80 80
```
==> CHANGELOG.md <==
### Changed

* Crit path max-delay family: buffers and inverters
* Gpl congestion at 0.8847
* Critical path depth in cells at 9
* Adders+Majority by Area at 0%
* Slew @ Worst Pin at 632.2 ps
* Post-synthesis sequential area ratio at 0%
* Synthesized instance count at 131
* Clock network fraction of total power at 0%
* Grt ovf at 0
* Final setup viols at 0
* N_diodes at 0
* Dpl cells at 210
* First-pass GRT wire length at 4.940 mm
* Placed cell area at 1275 um^2
* Final slew viol count at 0
* RSZ-0062 raised after global routing: false
* Distinct lib cells at 50
* Yosys stat area at 852.1 um^2
* Number of global-route vias before repair at 1031
* Routed vias at 1088
* Largest net degree at the start of global routing at 26
* Initial antenna violation count at 0
* Post-synthesis average cell area at 6.504 um^2
* Max cap viols at 0
* Mux frac, synth at 0%
* Power density cells at 63.20 nW/um^2
* Worst Path Required at 3760 ps
* Seq Cell Count at 0
* CP endpoint kind: output pin
* Area grow syn2layout at 50.37%
* Data arrival time of the worst path at 3570 ps
* Most numerous logic cell after layout: clkdlybuf4s50_1
* Vias per cell at 5.181
* Die area at 6400 um^2
* CP Cell Sequence: clkdlybuf4s50_1 -> buf_4 -> a21oi_1 -> or3b_2 -> a31oi_1 -> a22oi_1 -> nand4_1 -> o311ai_0 -> clkdlybuf4s50_1
* Routed wire per std cell at 13.70 um
* Dominant logic cell types in the final layout: clkdlybuf4s50_1 (36), buf_4 (18), nand2_1 (10)
* Most prevalent standard cell on the critical path: clkdlybuf4s50_1
* Slew margin rel. at 57.53%
* Worst hold slack at 2995 ps
* Port buffer count at 36
* Synth area leader: buf_4
* Worst path bufs/invs at 3
* Die Span X at 80 um
* WL final at 2.876 mm
* Core ar. at 3416 um^2
* DRT antenna net count at 0
* GRT Total Usage at 8.751%
* Pre-Place Util at 24.95%
* Complex Gates by Area at 31.86%
* Max frequency at 221.6 MHz
* Hpwl dp at 2.314 mm
* FF/Latch Area at 0 um^2
* Cell depth of the worst hold path at 5
* Initial drt markers at 126
* Crit Path Max Fanout at 14
* CP max stage delay at 780 ps
* Mapped cell area at 852.1 um^2
* Fin crit period at 4513 ps
* Yosys stat cell total at 131
* Post-route non-filler standard cell count at 210
* Rows at 21
* Worst hold path class: in2out
* Fin area at 1281 um^2
* DIE HEIGHT at 80 um
* Top post-synthesis cells by area: buf_4 (13%), buf_2 (5.3%), nand2_1 (4.4%)
* DR DRC count at 0
* Layout cells sized above 1 at 18.29%
* Dominant kind of combinational cell: simple AND/OR/NAND/NOR gates
* Status: finished, final reports clean
* Switch Pwr at 0.03872 mW
* First drt pass iteration count at 4
* Crit path max-delay cell type: clkdlybuf4s50_1
* Setup TNS at 0 ps
* Tool warnings at 50
* Clock buffer count at 0
* YS warnings at 34
* Io pins at 65
* Combinational Power Share at 100.0%
* WS Path Type: in2out
* Fin crit share at 96.03%
* Internal power at 0.04225 mW
* Top cell area share at 13.22%
* Post-Synth Simple-Gate Area at 45.08%
* Sw frac at 47.82%
* CP Launch Type: input pin
* VDD IR max at 17.86 uV
* Post-Synth XOR/XNOR Area at 1.028%
* Setup Buffers After CTS at 0
* Final Hold Vio Count at 0
* Leak at 0.5046 nW
* Reg power frac at 0%
-- cell type report --
class | count | area, um^2
Inverter | 4 | 15.01
Fill cell | 349 | 2135
Multi-Input combinational cell | 105 | 693.2
Tap cell | 46 | 57.56
Timing Repair Buffer | 55 | 515.5
-- routing by layer --
| metal | share of wire, % | vias to the layer above | GRT usage [%] |
|---|---|---|---|
| met1 | 42 | 495 | 11.54 |
| met2 | 48 | 41 | 15.09 |
| li1 | - | 550 | - |
| met3 | 9.3 | 2 | 1.705 |
| met4 | 0.17 | 0 | 0.1761 |
| met5 | 0 | - | 0 |
-- cells in the mapped netlist (2+ instances only) --
cell,instances
a22oi_1,2
inv_1,4
a32oi_1,3
o211ai_1,2
nor2b_1,3
and2_1,2
nand3_1,6
o31ai_1,2
and3_1,3
o22ai_1,2
o21ai_0,6
and3b_1,3
buf_4,15
or2_2,3
nand4_1,3
a211oi_1,2
buf_2,9
clkbuf_1,3
nand2_1,10
a21oi_1,4
nor3_1,5
nor2_1,7
nor4_1,3
o2111ai_1,3
-- power by group through the flow --
stage | sequential, mW | combinational, mW | clock (mW)
6_report | 0 | 0.0810 | 0
5_1_grt | 0 | 0.0903 | 0
4_1_cts | 0 | 0.0813 | 0
-- cell families (layout without fill, tap and decap cells) --
family / count (synthesis) / after routing
AND-OR/OR-AND: 37 / 37
AND/OR/NAND/NOR: 61 / 61
buffers and inverters: 31 / 59
other: 1 / 6
XOR/XNOR: 1 / 1
-- through the flow --
stage | total power, mW | setup slack (ps) | utilization, %
final | 0.08097 | 186.6 | 37.51
after global routing | 0.09035 | 13.05 | 37.51
after CTS | 0.08125 | 152.1 | 37.33
after detailed placement | 0.08094 | 161.1 | 37.33
after global placement | 0.08112 | 140.7 | 37.33
after floorplan | 0.04363 | 1462 | -
-- tightest hold or removal path, delay by kind of cell --
family                 cells  cell delay, ps
buffers and inverters      2             900
and+or+nand+nor            3             210
-- what timing repair did --
action | CTS | global route
resized | 0 | 1
endpoints found under the setup margin | 0 | 6
hold buffers | 0 | 0
-- path summary, 6_finish.rpt --
kind	start	to
setup / recovery	read_add[2]	instruction[12]
hold / removal	read_add[11]	instruction[0]
No activity file was given, so power comes from the tool's default toggle rates.
